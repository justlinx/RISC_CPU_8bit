<file path="./design.v">
`timescale 1ns / 1ns
module control(
     input     [2:0] opcode,
     input     zero,
     input     rst_n,
     input     clk,
     output reg rd,
     output reg wr,
     output reg ld_ir,
     output reg ld_ac,
     output reg ld_pc,
     output reg inc_pc,
     output reg halt,
     output reg data_e,
     output reg sel
);
     reg [2:0] state,next_state;
     always @(posedge clk or negedge rst_n )begin
          if(!rst_n)
               state <= 3'b000;
          else 
               state <= next_state;
     end
     always @(negedge clk) begin 
          case(state) 
               3'b000 : next_state <= 3'b001 ; 
               3'b001 : next_state <= 3'b011 ; 
               3'b011 : next_state <= 3'b010 ; 
               3'b010 : next_state <= 3'b110 ; 
               3'b110 : next_state <= 3'b111 ; 
               3'b111 : next_state <= 3'b101 ; 
               3'b101 : next_state <= 3'b100 ; 
               3'b100 : next_state <= 3'b000 ; 
          endcase 
     end 
     always @(opcode or state or zero)
     begin:blk 
          reg alu_op; 
          alu_op = opcode==3'b010||opcode==3'b011||opcode==3'b100||opcode==3'b101;
          case (state)
               3'b000:begin
                    sel    <= 1'b0;
                    rd     <= alu_op;
                    ld_ir  <= 1'b0;
                    inc_pc <= opcode==3'b001 & zero || opcode==3'b111; 
                    halt   <= 1'b0;
                    ld_pc  <= opcode==3'b111; 
                    data_e <= !alu_op;
                    ld_ac  <= alu_op; 
                    wr     <= opcode==3'b110;
               end
               3'b001:begin  
                    sel    <= 1'b1; 
                    rd     <= 1'b0; 
                    ld_ir  <= 1'b0; 
                    inc_pc <= 1'b0; 
                    halt   <= 1'b0; 
                    ld_pc  <= 1'b0; 
                    data_e <= 1'b0; 
                    ld_ac  <= 1'b0; 
                    wr     <= 1'b0; 
               end 
               3'b011:begin 
                    sel    <= 1'b1; 
                    rd     <= 1'b1; 
                    ld_ir  <= 1'b0; 
                    inc_pc <= 1'b0; 
                    halt   <= 1'b0; 
                    ld_pc  <= 1'b0; 
                    data_e <= 1'b0; 
                    ld_ac  <= 1'b0; 
                    wr     <= 1'b0; 
               end
               3'b010:begin 
                    sel    <= 1'b1; 
                    rd     <= 1'b1; 
                    ld_ir  <= 1'b1; 
                    inc_pc <= 1'b0; 
                    halt   <= 1'b0; 
                    ld_pc  <= 1'b0; 
                    data_e <= 1'b0; 
                    ld_ac  <= 1'b0; 
                    wr     <= 1'b0; 
               end
               3'b110:begin
                    sel    <= 1'b1; 
                    rd     <= 1'b1;
                    ld_ir  <= 1'b1; 
                    inc_pc <= 1'b0; 
                    halt   <= 1'b0; 
                    ld_pc  <= 1'b0; 
                    data_e <= 1'b0; 
                    ld_ac  <= 1'b0; 
                    wr     <= 1'b0; 
               end
               3'b111:begin 
                    sel    <= 1'b0; 
                    rd     <= 1'b0; 
                    ld_ir  <= 1'b0; 
                    inc_pc <= 1'b1; 
                    halt   <= opcode==3'b000; 
                    ld_pc  <= 1'b0; 
                    data_e <= 1'b0; 
                    ld_ac  <= 1'b0; 
                    wr     <= 1'b0; 
               end  
               3'b101:begin 
                    sel    <= 1'b0; 
                    rd     <= alu_op; 
                    ld_ir  <= 1'b0; 
                    inc_pc <= 1'b0; 
                    halt   <= 1'b0; 
                    ld_pc  <= 1'b0; 
                    data_e <= 1'b0; 
                    ld_ac  <= 1'b0; 
                    wr     <= 1'b0; 
               end
               3'b100:begin 
                    sel    <= 1'b0; 
                    rd     <= alu_op; 
                    ld_ir  <= 1'b0; 
                    inc_pc <= opcode==3'b001 & zero; 
                    halt   <= 1'b0; 
                    ld_pc  <= opcode==3'b111;
                    data_e <= !alu_op;
                    ld_ac  <= 1'b0; 
                    wr     <= 1'b0;
               end
          endcase
     end
endmodule
</file>
<file path="./run.sh">
#!/bin/bash
# OpenROAD 26Q1-2900-gdf79404cd8, Yosys 0.63+post, stock flow scripts
make -C /OpenROAD-flow-scripts/flow DESIGN_CONFIG=/design/flow/config.mk WORK_HOME=/design/flow/orfs finish
</file>
<file path="./config.mk">
export PLATFORM = sky130hd
export DESIGN_NAME = control
export DESIGN_NICKNAME = control
export VERILOG_FILES = /design/flow/design.v
export SDC_FILE = /design/flow/constraint.sdc
export NUM_CORES = 4
export LEC_CHECK = 1
export CORE_AREA = 10 10 70 70
export DIE_AREA = 0 0 80 80
</file>
<file path="./constraint.sdc">
current_design control

set clk_period 2.2
set clk_io_pct 0.2

create_clock -name clk0 -period $clk_period [get_ports {clk}]

set non_clock_inputs [all_inputs -no_clocks]
set_input_delay [expr $clk_period * $clk_io_pct] -clock clk0 $non_clock_inputs
set_output_delay [expr $clk_period * $clk_io_pct] -clock clk0 [all_outputs]
</file>
==> flow_summary.yaml <==
# generated from flow reports
run_status:
  outcome: "finished, final reports clean"
floorplanning:
  fp.coreArea_mm2: 0.00342
  rows: 21
  chipArea_mm2: 0.00640
  fp_util_pct: 8.10
  die_x_um: 80
  die_y_um: 80
  ioPinCount: 15
grt:
  grtUsageTotal_pct: 2.62
  grt_pass1_wl_um: 1320
  grt_remaining_overflow: 0
  antenna_found_initial: 0
  grt_pass1_vias: 266
  grt_max_degree: 10
pwr:
  leakage_nw: 0.212
  ir_drop_uv: 158
  p_per_area_mw_per_mm2: 536
detailed_routing:
  dr.max_layer_used: "met4"
  wl_met1_um: 286
  met2_length_um: 463
  post-route-drc-count: 0
  antenna_left: 0
  routed_wl_um: 829
  wl_per_cell_um: 8.82
  vias: 267
  post_drt_via_cell_ratio: 2.84
  drt-initial-drc-count: 7
  wl_met3_um: 47
  diodes: 0
  first_pass_iters: 4
final_layout:
  final_cells: 94
  drive_above_1_share_pct: 16.7
  syn2layout_area_growth_pct: 86.9
  fin_util_pct: 15.1
  layout_top_cell: "clkdlybuf4s50_1"
clocking:
  cts_hold_buf: 0
  cts_buffers: 3
  htree_levels: 1
  cts.sinks: 6
  clkLatencyLatePin_ns: 0.30
  cts_tree: "built"
  cts_root_buf: "clkbuf_4"
  cts.reportedPaths.clkPinSlew_ns: 0.05
  cts_buffer_depth: 2
worst_setup_path:
  critPathKind: "in2out"
  cp-start-kind: "input port"
  r2r_slack_ns: 0.21
  r2r_cells: 2
  crit_slowest_cell: "clkdlybuf4s50_1"
  critPathMaxFanout: 3
  worstReg2RegStart: "state[1]"
  worstPathCellList: "clkdlybuf4s50_1 -> nor4b_2 -> clkdlybuf4s50_1"
  crit_path_max_incr_delay_ns: 0.51
  critPathArrivalTime_ns: 1.70
  reg2reg_to: "next_state[2]"
  cp.required_ns: 1.76
  crit_top_cell: "clkdlybuf4s50_1"
  worst_setup_path_end_kind: "output pin"
final_timing:
  hold_violations: 0
  fin_skew_ns: 0.0501
  slew_viol_final: 0
  max_freq_mhz: 467
  slew_headroom_pct: 80.8
  timing.final.crit_share_pct: 97.3
  worst_pin_slew_ns: 0.287
  period_minus_slack_ns: 2.14
  setup_viol: 0
yosys:
  numSynthFlops: 6
  yosys_warnings: 1
  syn_area_um2: 277
  ys_types: 20
  ys_area_um2: 277
  ys_cells: 30
  ys_seq_share_pct: 48.9
  avgSynthCellArea_um2: 9.22
  netlist_instances: 30
placed_design:
  dp.cells: 88
  routabilityCongestion: 0.782
  io_buffers: 14
job:
  maxCapViolations: 0
  openroad.warnings: 28
worst_hold_path:
  hp-class: "in2async"
[flip-flops by register name (all words and copies together) (netlist names)]
register,flops
next_state,3
state,3
[logic make-up after synthesis]
| group | Yosys count | share of synthesized area (%) |
|---|---|---|
| AND/OR/NAND/NOR | 13 | 26.2 |
| AND-OR/OR-AND | 6 | 13.6 |
| flip-flops | 6 | 48.9 |
| buffers and inverters | 3 | 4.98 |
| XOR/XNOR | 2 | 6.34 |
[layout make-up]
type	instances	area, um^2
repair buffers	14	139
flip-flops and latches	6	136
clock buffers	4	26.3
well taps	46	57.6
multi-input cells	21	146
fillers	394	2900
clock inverters	3	11.3
[per-layer routing]
metal	global-route usage (%)	vias up
li1	-	137
met1	2.68	121
met2	4.49	7
met3	1.25	2
met4	1.06	0
met5	0	-
[synthesized netlist by cell type]
cell type  number  area (um^2)
nor3_1          1         5.00
nor4_1          1         6.26
nand3_1         1         5.00
nand2_1         3         11.3
xnor2_1         1         8.76
o21ai_1         1         5.00
inv_1           1         3.75
a21o_1          1         7.51
nor4b_2         1         15.0
a2bb2oi_1       1         8.76
nand2b_1        1         6.26
nor2_2          1         6.26
dfxtp_1         3         60.1
dfrtp_1         3         75.1
nor2_1          3         11.3
a31oi_1         1         6.26
xor2_1          1         8.76
nor2b_1         1         6.26
buf_2           2         10.0
a21oi_1         2         10.0
[report_power, final]
| part | switching [mW] | total, mW | internal [mW] |
|---|---|---|---|
| clock | 0.0522 | 0.128 | 0.0762 |
| combinational | 0.0131 | 0.0384 | 0.0253 |
| sequential | 0 | 0.110 | 0.110 |
| total | 0.0653 | 0.277 | 0.212 |
[worst max-delay path: cells and delay by family]
kind / cells / cell delay (ns)
buffers and inverters: 2 / 0.98
and+or+nand+nor: 1 / 0.28
[how the worst max path moves through the flow]
| stage | from | endpoint | slack, ns | cells past startpoint |
|---|---|---|---|---|
| global route | opcode[1] | rd | -0.004 | 5 |
| finish | opcode[0] | wr | 0.06 | 3 |
| CTS | opcode[0] | halt | 0.05 | 3 |
[metrics by stage]
step / setup WS [ns] / total power [mW] / setup TNS, ns / cell area [um^2] / hold WS (ns)
after CTS: 0.0453 / 0.283 / 0 / 503 / 0.364
after floorplan: 0.241 / 0.132 / 0 / 277 / 0.144
after global placement: -0.184 / 0.162 / -0.462 / 464 / 0.631
final: 0.0601 / 0.277 / 0 / 517 / 0.368
after detailed placement: -0.199 / 0.162 / -0.512 / 464 / 0.633
after global routing: -0.00437 / 0.302 / -0.00437 / 517 / 0.354
[repair_timing]
| action | in CTS | in global routing |
|---|---|---|
| gates resized | 3 | 4 |
| pin swaps | 0 | 1 |
| setup buffers | 0 | 0 |
| endpoints found under the setup margin | 5 | 3 |
Power and IR drop assume default switching activity.
