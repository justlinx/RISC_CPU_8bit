[flow/run.sh]
#!/bin/bash
# OpenROAD 26Q1-2900-gdf79404cd8, Yosys 0.63+post, stock flow scripts
make -C /OpenROAD-flow-scripts/flow DESIGN_CONFIG=/design/flow/config.mk WORK_HOME=/design/flow/orfs finish
[flow/config.mk]
export PLATFORM = sky130hd
export DESIGN_NAME = alu
export DESIGN_NICKNAME = alu
export VERILOG_FILES = /design/flow/design.v
export SDC_FILE = /design/flow/constraint.sdc
export NUM_CORES = 4
export LEC_CHECK = 1
export CORE_AREA = 10 10 72 72
export DIE_AREA = 0 0 82 82
[flow/constraint.sdc]
current_design alu

set clk_period 3.9
set clk_io_pct 0.2

create_clock -name clk0 -period $clk_period

set non_clock_inputs [all_inputs -no_clocks]
set_input_delay [expr $clk_period * $clk_io_pct] -clock clk0 $non_clock_inputs
set_output_delay [expr $clk_period * $clk_io_pct] -clock clk0 [all_outputs]
[flow/design.v]
`timescale 1ns / 1ns
module alu(
     input      [7:0] data,
     input      [7:0] accum,
     input      [2:0] opcode,
     output reg [7:0] out,
     output reg zero
);
     parameter PASS0 = 3'b000 ;
     parameter PASS1 = 3'b001 ;
     parameter  ADD  = 3'b010 ;
     parameter  AND  = 3'b011 ;
     parameter  XOR  = 3'b100 ;
     parameter PASSD = 3'b101 ;
     parameter PASS6 = 3'b110 ;
     parameter PASS7 = 3'b111 ;
     always @(*) begin
          case (opcode)
               PASS0 : out = accum ;
               PASS1 : out = accum ;
                 ADD : out = accum + data ;
                 AND : out = accum & data ;
                 XOR : out = accum ^ data ;
               PASSD : out = data  ;
               PASS6 : out = accum ;
               PASS7 : out = accum ;
             default : out = 8'bx  ;
          endcase             
     end
     always @(*) begin
          if (out == 0) begin
               zero = 1'b1 ;
          end else begin
               zero = 1'b0 ;
          end
     end
endmodule
==> flow_metrics.py <==
# Synthesis and PnR figures
metrics = {
    "worst_setup_path": {
        "crit_end": "zero",
        "slowest_delay_ns": 0.44,
        "crit_family": "simple AND/OR/NAND/NOR gates",
        "criticalPathCategory": "in -> out",
        "critPathLaunchType": "input pin",
        "cp_data_arrival_time_ns": 3.00,
        "cp.buffers_inverters": 2,
        "crit_start": "data[2]",
        "critical_path_peak_fanout": 2,
        "cp_num_cells": 9,
        "critPathSlowestCell": "clkdlybuf4s50_1",
        "cp_cell_sequence": "clkdlybuf4s50_1 -> ha_1 -> and3_1 -> o32ai_1 -> a22oi_1 -> or3_4 -> nor3_2 -> nor4b_2 -> buf_2",
        "crit_path_end_kind": "output pin",
        "crit_required_ns": 3.12,
    },
    "floorplan": {
        "core_util_floorplan": 0.2144,
        "chipHeight_um": 82,
        "coreArea_um2": 3689,
        "chip_area_um2": 6724,
        "io_pins": 28,
        "rows": 22,
        "die_w_um": 82,
    },
    "power": {
        "p_clk_frac": 0,
        "p_leak_nw": 0.5643,
        "share_seq_of_total_power": 0,
        "switching_share": 0.4140,
        "p_comb_frac": 1.000,
        "internal_power_mw": 0.1019,
        "power_density_nw_per_um2": 134.1,
        "peakVddDrop_mv": 0.05024,
        "p_switching_mw": 0.07196,
    },
    "timing": {
        "rsz0062_at_grt": "false",
        "final.period_utilization": 0.9682,
        "hold_slack_ns": 2.390,
        "post-route-min-period_ns": 3.776,
        "setup_viol": 0,
        "worstMarginPinSlew_ns": 0.2739,
        "slew_viol_final": 0,
        "hold_viol": 0,
        "slew_headroom": 0.8168,
        "max_freq_mhz": 264.8,
        "finalSetupTns_ns": 0,
    },
    "synth": {
        "ys_area_um2": 790.8,
        "aoi_share": 0.3133,
        "muxShareOfSynthArea": 0.08861,
        "syn_area_per_cell_um2": 7.603,
        "seq_area_frac_synth": 0,
        "simple_gate_area_frac": 0.2880,
        "syn_inst": 104,
        "yosys_warnings": 1,
        "top_cells_by_count": "15 x a21oi_1, 11 x nand2_1, 8 x ha_1",
        "netlist_area_um2": 790.8,
        "netlist.area_leader.share": 0.1266,
        "synth_cell_types": 38,
        "topCellsByArea": "ha_1 13%, a21oi_1 9.5%, mux2i_1 8.9%, buf_6 5.7%, xnor2_1 5.5%",
        "xor_area_frac": 0.06646,
        "synth_adder_area_share": 0.1519,
        "top_cell": "a21oi_1",
        "top_area_cell": "ha_1",
        "topCombFamilyByArea": "AND-OR/OR-AND gates",
        "ys_cells": 104,
    },
    "route": {
        "post_drt_wl_per_cell_um": 12.54,
        "diodes": 0,
        "drc": 0,
        "dr.pass1.iters": 4,
        "antenna_left": 0,
        "dr_total_vias": 966,
        "wl_mm": 2.508,
        "vias_per_cell": 4.830,
        "drt_iter0_markers": 52,
    },
    "run": {
        "max-cap-violations": 0,
        "warnings": 32,
    },
    "global_routing": {
        "grt_pass1_wl_mm": 4.367,
        "grt_max_degree": 17,
        "grt_usage": 0.07694,
        "grt_pass1_vias": 987,
        "grt-ovfl-total": 0,
        "antenna_found_initial": 0,
    },
    "final_layout": {
        "n_clock_buffer": 0,
        "seq_cell_count": 0,
        "seq_area_um2": 0,
        "stdcell_count": 200,
        "syn_to_final_growth_pct": 63.92,
        "drive_above_1_share": 0.2829,
        "n_fill_cell": 397,
    },
    "placed_design": {
        "dp.cells": 200,
        "place_congestion": 0.8738,
        "port_buffers": 28,
        "hpwl_mm": 2.110,
    },
    "outcome": {
        "status": "completed",
    },
    "worst_hold_path": {
        "hp-class": "in -> out",
    },
}
## area by class of cell
cell class         instances  area, um2  share of cell area
inverters                  1      3.754            0.002896
multi-input cells         96      740.7              0.5714
well taps                 48      60.06             0.04633
repair buffers            55      491.7              0.3793
## metrics by stage
stage	utilization	setup WS (ns)	cell area [um2]	power, mW
4_1_cts	0.3474	0.02909	1281	0.1730
2_1_floorplan	-	0.6990	790.8	0.08439
3_3_place_gp	0.3463	-0.4258	1277	0.1685
6_report	0.3514	0.1240	1296	0.1738
5_1_grt	0.3514	0.0007374	1296	0.1914
3_5_place_dp	0.3463	-0.4653	1277	0.1706
## logic make-up after synthesis
logic type	after synthesis
compound gates	37
xor+xnor	6
fa+ha+maj	9
buf+inv	8
mux	7
simple gates	37
## worst min path at each step
stage,startpoint,cells past startpoint,endpoint
4_1_cts,accum[0],6,zero
5_1_grt,accum[0],6,zero
6_report,accum[0],6,zero
## metal layers
metal	wire length [um]	GRT usage	up-vias	share of wire
met3	128	0.01432	0	0.051
met2	1227	0.1356	19	0.49
li1	-	-	502	-
met1	1152	0.1011	445	0.46
met5	0	0	-	0
met4	0	0	0	0
## power by group through the flow
stage	clock network, mW	registers, mW	logic (mW)
global route	0	0	0.191
CTS	0	0	0.173
finish	0	0	0.174
## placed cells by master (no fill, tap or decap), types with 3 or more instances in the layout
cell type,count
o21ai_0,3
buf_4,25
xnor2_1,5
a21oi_1,14
nand2_1,11
ha_1,7
nand3_1,6
a21o_1,3
a22oi_1,5
mux2i_1,7
and3_1,3
clkdlybuf4s50_1,22
dlygate4sd2_1,4
## repair_timing
item                                    4_1_cts  5_1_grt
hold endpoints to repair                      0        0
buffers inserted                              0        0
cloned                                        0        0
resized                                      11        4
endpoints found under the setup margin        4        3
hold buffers                                  0        0
pin swaps                                     2        0
Power and IR drop assume default switching activity.
