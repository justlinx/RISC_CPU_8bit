### ./config.mk
export PLATFORM = sky130hd
export DESIGN_NAME = counter
export DESIGN_NICKNAME = counter
export VERILOG_FILES = /design/flow/design.v
export SDC_FILE = /design/flow/constraint.sdc
export NUM_CORES = 4
export LEC_CHECK = 1
export CORE_AREA = 10 10 70 70
export DIE_AREA = 0 0 80 80
### ./constraint.sdc
current_design counter

set clk_period 1.1
set clk_io_pct 0.2

create_clock -name clk0 -period $clk_period [get_ports {clk}]

set non_clock_inputs [all_inputs -no_clocks]
set_input_delay [expr $clk_period * $clk_io_pct] -clock clk0 $non_clock_inputs
set_output_delay [expr $clk_period * $clk_io_pct] -clock clk0 [all_outputs]
### ./design.v
module counter(
     input     clk,
     input     rst_n,
     input     load,
     input     [4:0] data,
     output    reg [4:0] cnt
     );
always @(posedge clk or negedge rst_n)begin
     if(!rst_n) cnt<='b0;
     else if(load) cnt<=data;
     else cnt<=cnt+1;
end
endmodule
### ./run.sh
#!/bin/bash
# OpenROAD 26Q1-2900-gdf79404cd8, Yosys 0.63+post, stock flow scripts
make -C /OpenROAD-flow-scripts/flow DESIGN_CONFIG=/design/flow/config.mk WORK_HOME=/design/flow/orfs finish
==> run summary <==
Status = complete, but fails checks
Failing checks = negative setup slack
Area growth syn-to-layout = 110%
CTS max path bufs = 2
Clock transition at path regs = 50 ps
CP arrival = 1230 ps
Logic pwr share = 30.7%
Worst-margin pin slew = 242 ps
FF+latch count, synth = 5
Gr busiest metal = met1
Most common logic cell in the routed design = clkdlybuf4s50_1
WP buf/inv = 1
Total CTS buffers = 3
Warnings, synthesis = 1
Power per cell area = 1310 mW/mm^2
Cells after DPL = 81
Total Wirelength = 738 um
Worst rel slew slack = 83.8%
Clock Power Share = 34.0%
Min-delay worst type = input pin to asynchronous set/reset pin
Total GRT Usage = 2.53%
Leakage = 0.194 nW
Die H = 80 um
Layout cells sized above 1 = 28.6%
Number of diodes = 0
Chip area line of the yosys report = 235 um^2
Sw frac = 25.6%
HPWL Detailed = 575 um
Placer Congestion = 0.703
Critical path data required time = 1230 ps
RSZ-0062 raised after global routing = yes
Maximum VDD drop = 0.612 mV
Crit-path max FO = 3
Number of max-cap violations = 0
DR vias = 226
Max Freq = 903 MHz
Wire length per cell = 8.39 um
Final Skew = 3.72 ps
Largest registers = cnt (5)
Top cells excl fill/tap = 7 x clkdlybuf4s50_1, 5 x dfrtp_1, 5 x clkdlybuf4s15_1, 5 x buf_4, 4 x nand2_1
Vias in the first global route = 286
Synth Area per Inst = 11.2 um^2
Clock Latency Late Sink = 250 ps
PortBufs = 12
Die area = 0.00640 mm^2
Post-Syn Instances = 21
Initial antenna violation count = 0
Top-level I/O count = 13
Hold Vio Cnt, Final = 0
Critical path's largest stage delay = 380 ps
M1 GR Usage = 3.55%
Routing usage on met3 = 2.39%
GR Overflow Total = 0
Min cycle time layout = 1110 ps
Core area = 0.00342 mm^2
FP Core Util = 6.89%
Worst setup SP type = register
First DRT Iteration DRCs = 6
Kind of critical path = register to register
Final period util = 101%
Flop pwr share = 35.2%
# rows = 21
DRC = 0
Post-DRT Antenna Nets = 0
Tool Warnings = 27
H-tree levels = 1
Clk sink count = 5
Die X = 80 um
Cell Type Count = 10
Vias/cell = 2.57
# Cells Yosys = 21
Setup ws final = -7.04 ps
Final Setup Violations = 1
Initial DRT Pass Iterations = 3
Setup tns final = -7.04 ps
Cell family with most CP delay = flip-flops
Slowest-stage cell, CP = dfrtp_1
Pre-CTS setup slack = -45.1 ps
Pint = 0.480 mW
Most flops, register = cnt
Sequential fraction of the synthesis area = 53.2%
Clock root cell = clkbuf_4
Global-route wire length before repair = 1250 um
Mapped Area = 235 um^2
Largest net degree at the start of global routing = 9
Slew Limit Fails = 0
CP endpoint kind = register
Met2 Usage GRT = 2.65%
NetSw = 0.165 mW
Crit path cell chain = buf_6 > ha_4 > mux2_4
Post-Layout Cell Count = 88
Max reg flops = 5
CTS tree = done
cells by family (layout without fill, tap and decap cells):
kind of cell               Yosys count  after routing  share of synthesized area (%)
DFF                                  5              5                           53.2
AOI/OAI and AO/OA                    4              4                           8.51
xor gates and xnor gates             3              3                           11.2
muxes                                1              1                           6.38
buffers and inverters                1             22                           4.79
adders and majority gates            1              1                           5.32
and+or+nand+nor                      6              6                           10.6
area by class of cell:
type                    count  area [um^2]
multi-input cells          15          116
clock buffers               4         26.3
flip-flops and latches      5          125
fillers                   393         2920
well taps                  46         57.6
repair buffers             18          169
worst reg2reg max path, stage by stage, from the launching register on:
cell	delay, ps
dfrtp_1	380
buf_6	130
ha_4	220
mux2_4	260
stage by stage:
| step | util [%] | hold WS (ps) | cell area (um^2) | power [mW] |
|---|---|---|---|---|
| floorplan | - | -75.6 | 235 | 0.286 |
| global placement | 12.4 | 457 | 424 | 0.398 |
| detailed placement | 12.4 | 463 | 424 | 0.400 |
| CTS | 14.2 | 200 | 484 | 0.641 |
| global route | 14.5 | 204 | 494 | 0.694 |
| finish | 14.5 | 200 | 494 | 0.645 |
what timing repair did:
| action | in CTS | in global routing |
|---|---|---|
| buffers inserted | 3 | 0 |
| gates resized | 8 | 5 |
| endpoints found under the hold margin | 0 | 0 |
| endpoints found under the setup margin | 5 | 6 |
| hold buffers | 0 | 0 |
| pin swaps | 0 | 1 |
synth_stat cells:
library cell	n	area [um^2]
o21ai_1	2	10.0
o21ai_0	2	10.0
xor2_1	2	17.5
mux2_4	1	15.0
ha_1	1	12.5
nand3_1	2	10.0
xnor2_1	1	8.76
buf_6	1	11.3
nand2_1	4	15.0
dfrtp_1	5	125
path summary, 6_finish.rpt:
check                              endpoint  cells after the start        startpoint  slack, ps
max                        cnt[1]$_DFF_PN0_                      3  cnt[0]$_DFF_PN0_         -7
min                        cnt[4]$_DFF_PN0_                      1             rst_n        200
max reg2reg                cnt[1]$_DFF_PN0_                      3  cnt[0]$_DFF_PN0_         -7
min reg2reg                cnt[0]$_DFF_PN0_                      2  cnt[0]$_DFF_PN0_        590
max in group asynchronous  cnt[2]$_DFF_PN0_                      1             rst_n        700
min in group clk0          cnt[4]$_DFF_PN0_                      3           data[4]        540
layer usage:
| metal | share of wire [%] | vias up |
|---|---|---|
| li1 | - | 113 |
| met1 | 59 | 95 |
| met2 | 26 | 16 |
| met3 | 13 | 2 |
| met4 | 1.8 | 0 |
| met5 | 0 | - |
power groups by stage:
stage     Clock, mW  Combinational (mW)  Sequential, mW
5_1_grt       0.244               0.219           0.231
6_report      0.220               0.198           0.227
4_1_cts       0.223               0.191           0.227
Power figures rest on the tool's default switching activity, not on a simulated workload.
